## config.mk

```make
export PLATFORM = sky130hd
export DESIGN_NAME = vga_screen
export DESIGN_NICKNAME = vga_screen
export VERILOG_FILES = /design/flow/design.v
export SDC_FILE = /design/flow/constraint.sdc
export NUM_CORES = 4
export LEC_CHECK = 1
export CORE_AREA = 10 10 113 113
export DIE_AREA = 0 0 123 123
```

## constraint.sdc

```tcl
current_design vga_screen

set clk_period 4.1
set clk_io_pct 0.2

create_clock -name clk0 -period $clk_period [get_ports {vga_clk}]

set non_clock_inputs [all_inputs -no_clocks]
set_input_delay [expr $clk_period * $clk_io_pct] -clock clk0 $non_clock_inputs
set_output_delay [expr $clk_period * $clk_io_pct] -clock clk0 [all_outputs]
```

## design.v

```verilog
`timescale 1ns / 1ps
module vga_screen(
  input        vga_clk,   
  output       vga_hsync,
  output       vga_vsync,
  output [15:0]  vga_rgb,
  output      on_screen,
  output [10:0]  screen_x,
  output [10:0]  screen_y,
  input  [15:0]  screen_pixel
);
reg [10:0] h_cnt;
assign vga_hsync = (h_cnt <= 11'd136 - 1'b1) ? 1'b0 : 1'b1;
reg [10:0] v_cnt;
assign vga_vsync = (v_cnt <= 11'd6 - 1'b1) ? 1'b0 : 1'b1;
always @ (posedge vga_clk)
begin
  if(h_cnt == 11'd1344 - 1'b1) begin
    h_cnt <= 11'd0;
    if(v_cnt < 11'd806 - 1'b1) begin
      v_cnt <= v_cnt + 1'b1;
    end else begin
      v_cnt <= 11'd0;
    end
  end else begin
    h_cnt <= h_cnt + 1'b1;
  end    
end
assign on_screen =
  (h_cnt >= 11'd136 + 11'd160 - 1'b1 && h_cnt < 11'd136 + 11'd160 + 11'd1024 - 1'b1) &&
  (v_cnt >= 11'd6 + 11'd29 && v_cnt < 11'd6 + 11'd29 + 11'd768) 
  ? 1'b1 : 1'b0;
assign screen_x = on_screen ? (h_cnt - (11'd136 + 11'd160 - 1'b1)) : 11'd0;
assign screen_y = on_screen ? (v_cnt - (11'd6 + 11'd29 - 1'b1)) : 11'd0;    
reg [15:0] vga_rgb_reg; 
always @(*) begin
  vga_rgb_reg <= screen_pixel;
end
wire vga_en;
assign vga_en =
  (h_cnt >= 11'd136 + 11'd160 && h_cnt < 11'd136 + 11'd160 + 11'd1024) &&
  (v_cnt >= 11'd6 + 11'd29 && v_cnt < 11'd6 + 11'd29 + 11'd768) 
  ? 1'b1 : 1'b0;
assign vga_rgb = vga_en ? vga_rgb_reg : 16'd0;
endmodule
```

## run.sh

```bash
#!/bin/bash
# OpenROAD 26Q1-2900-gdf79404cd8, Yosys 0.63+post, stock flow scripts
make -C /OpenROAD-flow-scripts/flow DESIGN_CONFIG=/design/flow/config.mk WORK_HOME=/design/flow/orfs finish
```

==> writeup.txt <==
For this run, design rule violations remaining after detail routing come to 0. The placement report lists the number of port buffers as 57. The via count normalized by instance count was 4.06. For this block, the initial DRC count from the detailed router was 83. Counting tap cells, the placed design contains a total of 409 instances. With the growth of design area from synthesis to finish at 35.9%, the initial antenna violation count is 0. The synthesized chip area reported by yosys was 0.00197 mm^2.

TritonCTS built the clock tree. In this run the count of I/O pins placed on the die edge is 58. Total clock buffers created by CTS: 3. The count of synthesis-stage warnings from yosys came out at 1. After floorplanning, the die was sized to cover 0.0151 mm^2.

The end of the worst register-to-register path was v_cnt[1]. In this run the static leakage power is 0.895 nW. Count of different cell masters after synthesis: 47.

The share of the core area taken by cells at floorplan is 19.0%. The core outline area was 0.0103 mm^2. Summed over all routing layers, the global router reports a total usage of 6.29%. The worst setup path is of the reg -> out kind. After routing the design area is 0.00267 mm^2.

The run gives 1 as the CTS H-tree depth. The startpoint identified for the worst register-to-register timing path is h_cnt[0]. After synthesis the netlist holds a flip-flop and latch count of 22. STA classifies the critical path startpoint as a flop.

In the post-route analysis, the smallest setup slack over all paths is 0.159 ns. The logs give 47.6% for the normalized max-slew margin and 7950 um for the global-route wire length before repair. Sequential cells burn 60.0% of the power. The register-to-register path setup slack is 1.95 ns. The filler cells instantiated in the layout total 1,086.

The wire length recorded after detailed routing is 5040 um. The final hold violation count recorded for this run is 0. Entering global routing, the biggest net connects 17 pins. Per the post-route antenna check, the number of violating nets is 0. Sequential elements use 28.0% of the synthesized area.

The worst hold path stage count works out to 1. Critical path launch point: v_cnt[1]. Looking at the power breakdown, combinational cells take 3.8% of the total. Cell chosen for the clock root: clkbuf_8.

With the horizontal die size at 123 um, the maximum operating frequency is 254 MHz. Detailed placement reports a standard cell area of 0.00263 mm^2. After floorplanning, the core was divided into 37 placement rows.

The final worst-path cycle share came out at 96.1%. The most common logic cells in the final layout are clkdlybuf4s50_1, nor2_1, xnor2_1, and2_1. The iteration count recorded for the first detailed-route pass is 4. The clock passes through at most 2 buffers. The final number of setup-violating endpoints is 0, and the routed length per instance is 12.2 um. Of the total power, the share spent switching nets is 18.4%. Yosys stat counts 230 cells in the synthesized netlist. Pins over their slew limit in the final report were tallied at 0.

The number of maximum-capacitance violations recorded for the run is 0. The final cell count without fillers was 413; the total of cells resized after clock tree synthesis was 0. The clock sink count is 22, and the shortest clock period the worst path allows after layout is 3.94 ns.

The commonest register cell is edfxtp_1. The critical path endpoint has a required time of 3.28 ns. The die is 123 um tall. The setup TNS after final layout is 0 ns. The run gives 230 for the cell count after synthesis. The run finished with clean final reports. According to the timing report, the arrival time at the worst endpoint equals 3.12 ns. After clock tree synthesis, the flow added hold-fix buffers numbering 0. With the summed instance area of the synthesized netlist at 0.00197 mm^2, the pre-CTS setup slack is 0.423 ns. Clock slew at the register clock pins of the worst setup and hold paths: 0.08 ns. Recorded from the global router log, the overflow total was 0.

In the hold report, the worst path ends at h_cnt[0]. The power dissipated by switching net loads was 0.0000699 W. The tool warning count for the run is 31. The clock reaches the later pin of the worst-skew pair after 0.26 ns. The logs give 0.000311 W for the internal power consumption and 0.876 for the last weighted congestion value of the routability-driven placer. Looking at the VDD voltage map, the peak drop is 0.0000766 V. Post-synthesis async set-or-reset flop share: 0%. The launch point of the worst hold path is h_cnt[0].

Looking at the max-slew report, the worst-margin pin has a slew of 0.785 ns. With the portion of total power attributed to the clock network at 36.2%, the diode insertion count for antenna repair is 0. With the per-instance average area after synthesis at 8.55 um^2, the total setup buffers inserted after CTS is 0.

Final worst clock skew: 0.00897 ns. Per the cell usage report, the commonest logic cell in the layout is clkdlybuf4s50_1. The class of the most critical hold timing path was reg -> reg. Detailed placement ended at an HPWL of 4060 um.

Cells fill 25.9% of the core in the end. The run gives 1,625 as the via count of the first global-routing pass. Setup repair after global routing left no endpoint under its margin. With the number of synthesized flops with an enable pin at 11, the via count is 1,678.

The worst setup path is captured at an output pin. The number of cells on the worst reg-to-reg path is 5. Total power normalized to cell area comes to 143 mW/mm^2. The share of post-route cells with drive strength above 1 works out to 13.7%.

The critical-path maximum fanout works out to 9.
==> cell usage after synthesis, types with 4 or more instances <==
| master | instances | area, um^2 |
|---|---|---|
| xnor2_1 | 23 | 201 |
| and2_1 | 16 | 100 |
| xor2_1 | 5 | 43.8 |
| o21ai_0 | 4 | 20.0 |
| nor2_2 | 5 | 31.3 |
| buf_6 | 4 | 45.0 |
| buf_2 | 6 | 30.0 |
| nor4_1 | 5 | 31.3 |
| clkbuf_1 | 7 | 26.3 |
| nand3_1 | 6 | 30.0 |
| a21oi_1 | 10 | 50.1 |
| ha_1 | 8 | 100 |
| nand2_1 | 14 | 52.6 |
| nor2_4 | 14 | 158 |
| nor3_1 | 7 | 35.0 |
| inv_1 | 12 | 45.0 |
| nor2_1 | 23 | 86.3 |
| dfxtp_1 | 11 | 220 |
| edfxtp_1 | 11 | 330 |
==> routing by layer <==
layer | vias to the layer above | wire [um] | global-route usage, %
li1 | 866 | - | -
met1 | 750 | 2380 | 8.45
met2 | 56 | 2110 | 9.94
met3 | 6 | 438 | 1.67
met4 | 0 | 114 | 1.53
met5 | - | 0 | 0
==> sequential cells by signal, summed over array words and instances, names as in the netlist <==
register / cells
h_cnt: 11
v_cnt: 11
==> power by group through the flow <==
stage     Clock, W  Sequential (W)  Combinational, W
4_1_cts   0.000144        0.000228         0.0000147
5_1_grt   0.000150        0.000228         0.0000158
6_report  0.000138        0.000228         0.0000145
==> kinds of logic after synthesis <==
kind of cell               synth area share, %
buffers and inverters                     9.23
AOI/OAI and AO/OA                         12.3
xor gates and xnor gates                  12.5
adders and majority gates                 5.09
and+or+nand+nor                           32.7
DFF                                       28.0
other                                    0.191
==> critical path, stage by stage, from the launching register on <==
cell	delay [ns]
edfxtp_1	0.40
ha_1	0.21
a2111o_1	0.43
a21oi_1	0.16
o21ai_1	0.09
or3_2	0.68
nor3_1	0.35
clkdlybuf4s50_1	0.53
==> how the worst max path moves through the flow <==
stage / slack (ns) / endpoint
5_1_grt: 0.03 / screen_x[4]
6_report: 0.16 / screen_y[5]
4_1_cts: 0.12 / screen_y[5]
==> through the flow <==
| stage | total power (W) | hold WS [ns] |
|---|---|---|
| 4_1_cts | 0.000387 | 0.539 |
| 6_report | 0.000381 | 0.538 |
| 3_3_place_gp | 0.000248 | 0.506 |
| 2_1_floorplan | 0.000234 | 0.484 |
| 5_1_grt | 0.000395 | 0.557 |
| 3_5_place_dp | 0.000248 | 0.518 |
==> layout make-up <==
type / instances / area [um^2] / share of cell area, %
Clock buffer: 4 / 45.0 / 1.69
Inverter: 12 / 45.0 / 1.69
Multi-Input combinational cell: 177 / 1240 / 46.4
Sequential cell: 22 / 551 / 20.6
Tap cell: 136 / 170 / 6.37
Timing Repair Buffer: 62 / 621 / 23.2
Power is estimated from default activity; no workload was simulated.
