`design/flow/design.v`:
```
`timescale 1ns / 1ps
module button_scanner(
  input clk,
  input button_input,
  output button_pressed,
  output button_released
);
reg button_snapshot;
reg button_snapshot_buffer;
reg [19:0] counter;
wire counter_rising;
always @(posedge clk) begin
  if (counter == 20'b1111_0100_0010_0100_0000) begin
    counter <= 0;
    button_snapshot <= button_input;
  end else counter <= counter + 1;
end
always @(posedge clk) button_snapshot_buffer <= button_snapshot;
assign button_pressed = button_snapshot & (~button_snapshot_buffer);
assign button_released = (~button_snapshot) & button_snapshot_buffer;
endmodule
```
`design/flow/constraint.sdc`:
```
current_design button_scanner

set clk_period 3.4
set clk_io_pct 0.2

create_clock -name clk0 -period $clk_period [get_ports {clk}]

set non_clock_inputs [all_inputs -no_clocks]
set_input_delay [expr $clk_period * $clk_io_pct] -clock clk0 $non_clock_inputs
set_output_delay [expr $clk_period * $clk_io_pct] -clock clk0 [all_outputs]
```
`design/flow/config.mk`:
```
export PLATFORM = sky130hd
export DESIGN_NAME = button_scanner
export DESIGN_NICKNAME = button_scanner
export VERILOG_FILES = /design/flow/design.v
export SDC_FILE = /design/flow/constraint.sdc
export NUM_CORES = 4
export LEC_CHECK = 1
export CORE_AREA = 10 10 100 100
export DIE_AREA = 0 0 110 110
```
`design/flow/run.sh`:
```
#!/bin/bash
# OpenROAD 26Q1-2900-gdf79404cd8, Yosys 0.63+post, stock flow scripts
make -C /OpenROAD-flow-scripts/flow DESIGN_CONFIG=/design/flow/config.mk WORK_HOME=/design/flow/orfs finish
```
==> flow_summary.ini <==
; implementation run metrics
[outcome]
status = finished clean

[route]
routed-via-count = 687
viasPerCell = 3.33
routedWlPerCell_um = 7.53
drt_wl_total_um = 1550
drc_errors = 0
ant_nets = 0
first_iter_violations = 31
dr.pass1.iters = 4
num_antenna_cells = 0

[clock_network]
cts_hold_buf = 0
clk_pin_slew_ns = 0.08
cts_buffers = 3
htree_levels = 1
cts.repair.resized = 0
cts_root_buffer = clkbuf_8
cts_buffer_depth = 2
post_cts_buffers = 0
clock_latency_ns = 0.26
cts_tree = done
cts.sinks = 22

[yosys]
top_cells_by_count = 21 x dfxtp_1, 11 x nor2_1, 9 x xnor2_1
yosysWarningCount = 1
most_common_cell = dfxtp_1
topCellsByArea = dfxtp_1 45%, xnor2_1 8.5%, xor2_1 4.7%, nor2_1 4.5%, edfxtp_1 3.2%
synth-seq-area-share_pct = 48.6
ys_ff = 22
synth_area_um2 = 927
enable_flop_cells = 1
synthArstFlopShare_pct = 0
yosysUniqueCellTypes = 24
ys_area_um2 = 927
synth.avg_cell_area_um2 = 9.46
synthCells = 98
largest_area_cell = dfxtp_1
yosys_cells = 98
ff_type = dfxtp_1
top_cell_area_share_pct = 45.3

[place]
port_buffers = 3
dp_hpwl_um = 1150
finalWeightedCongestion = 0.792

[power]
p_leak_nw = 0.410
max-vdd-ir-drop_mv = 0.166
p_per_area_mw_per_mm2 = 433
power.total_w = 0.000500

[die]
chip_area_mm2 = 0.0121
rows = 32
coreArea_mm2 = 0.00781
dieHeight_um = 110
fp_util_pct = 11.9
io_pins = 4
die_x_um = 110

[global_routing]
grt_usage_pct = 2.75
grt_pass1_wl_um = 2750
grt_pass1_vias = 600
grt_max_degree = 14
antenna_found_initial = 0
grt_overflow = 0

[sta]
finalSetupTns_ns = 0
finalClockPeriodUsage_pct = 60.1
setup_viol = 0
fmax_ghz = 0.489
tightest_slew_ns = 0.546
fin_worst_skew_ns = 0.00734
hold_viol_final = 0
rsz0062_at_grt = no
maxSlewHeadroom_pct = 63.3
drv_slew = 0
fin_crit_ns = 2.04

[final_layout]
nFillCells = 866
area_growth_pct = 24.6
fin_util_pct = 14.8
drive_gt1_share_pct = 5.77

[critical_path]
end_kind = register
path_cells = inv_1, ha_1, or4bb_1, nor4_1, buf_4
crit_buf_inv = 2
critPathRequiredTime_ns = 3.38
cpMaxStageDelayCell = nor4_1
cp_max_fo = 8
path_delay_family = simple AND/OR/NAND/NOR gates
max_stage_delay_ns = 0.52
critPathKind = register to register
startpoint_type = register
crit_arrival_ns = 2.03

[min_path]
worstHoldPathType = register to register

[flow_run]
warnings = 26
maxCapViolCount = 0
-- cell families (layout without fill, tap and decap cells) --
| group | after synthesis | count (layout) | share of synthesized area, % |
|---|---|---|---|
| DFF | 22 | 22 | 48.6 |
| buffers and inverters | 6 | 12 | 2.56 |
| adders and majority gates | 2 | 2 | 2.70 |
| AOI/OAI and AO/OA | 8 | 8 | 5.13 |
| xor gates and xnor gates | 14 | 14 | 13.2 |
| and+or+nand+nor | 46 | 46 | 27.8 |
-- metal layers --
| layer | global-route usage [%] | vias to the layer above | part of all wire, % |
|---|---|---|---|
| met1 | 3.78 | 315 | 50 |
| li1 | - | 356 | - |
| met2 | 3.94 | 16 | 41 |
| met5 | 0 | - | 0 |
| met4 | 0.0929 | 0 | 0 |
| met3 | 1.47 | 0 | 9.5 |
-- cell usage in the layout (no fill, tap or decap), drive strengths merged, types with 3 or more instances in the layout --
cell type / Yosys / routed
dfxtp: 21 / 21
xnor2: 9 / 9
nor2: 11 / 11
nor4: 3 / 3
or4: 4 / 4
nand3: 5 / 5
nand2: 8 / 8
xor2: 5 / 5
a21oi: 4 / 4
clkdlybuf4s50: 0 / 3
nand4: 5 / 5
nor2b: 3 / 3
inv: 4 / 4
o31ai: 3 / 3
clkbuf: 1 / 3
-- registers in the layout (all words and copies together), names as in the netlist --
name / count
counter: 20
button_snapshot: 1
button_snapshot_buffer: 1
-- path summary, 6_finish.rpt --
check / from / end / slack [ns] / depth (start not counted)
setup / recovery: counter[0] / button_snapshot / 1.36 / 5
hold / removal: button_snapshot / button_snapshot_buffer / 0.40 / 0
setup reg to reg: counter[0] / button_snapshot / 1.36 / 5
hold reg to reg: button_snapshot / button_snapshot_buffer / 0.40 / 0
-- layout make-up --
type | count | area (um2) | share of cell area [%]
Sequential cell | 22 | 450 | 39.0
Clock inverter | 1 | 30.0 | 2.60
Inverter | 4 | 15.0 | 1.30
Clock buffer | 3 | 41.3 | 3.58
Timing Repair Buffer | 4 | 37.5 | 3.25
Tap cell | 102 | 128 | 11.1
Multi-Input combinational cell | 70 | 453 | 39.2
-- through the flow --
stage          worst slack (ns)  cell area [um2]  hold slack, ns  cells
3_3_place_gp               1.39             1080           0.373    202
4_1_cts                    1.34             1150           0.404    206
5_1_grt                    1.21             1150           0.421    206
3_5_place_dp               1.35             1080           0.385    202
6_report                   1.36             1150           0.400    206
2_1_floorplan              1.50              927           0.363     98
-- report_power, final --
| group | switching, W | total (W) | internal, W | leakage [nW] |
|---|---|---|---|---|
| combinational | 0.000000164 | 0.00000116 | 0.000000993 | 0.196 |
| sequential | 0 | 0.000259 | 0.000259 | 0.178 |
| clock | 0.0000829 | 0.000240 | 0.000157 | 0.0357 |
Power is estimated from default activity; no workload was simulated.
