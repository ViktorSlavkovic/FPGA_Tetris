`design/flow/config.mk`:
```
export PLATFORM = sky130hd
export DESIGN_NAME = seven_seg_display
export DESIGN_NICKNAME = seven_seg_display
export VERILOG_FILES = /design/flow/design.v
export SDC_FILE = /design/flow/constraint.sdc
export NUM_CORES = 4
export LEC_CHECK = 1
export CORE_UTILIZATION = 40
```
`design/flow/constraint.sdc`:
```
current_design seven_seg_display

set clk_period 3.2
set clk_io_pct 0.2

create_clock -name clk0 -period $clk_period [get_ports {clk}]

set non_clock_inputs [all_inputs -no_clocks]
set_input_delay [expr $clk_period * $clk_io_pct] -clock clk0 $non_clock_inputs
set_output_delay [expr $clk_period * $clk_io_pct] -clock clk0 [all_outputs]
```
`design/flow/design.v`:
```
`timescale 1ns / 1ps
module last_digit_32(
  input [15:0] x,
  output [3:0] x_mod,
  output [15:0] x_div
);
wire [15:0] xx;
assign xx = x / 10;
assign x_div = xx;
assign x_mod = x - ((xx << 3) + (xx << 1));
endmodule
`timescale 1ns / 1ps
module seven_seg_display (
  input clk,
  input [15:0] x,
  output [5:0] sel,
  output [7:0] seg
);
wire [6:0] seg_lut [9:0];
assign seg_lut[0] = 7'b1000000;
assign seg_lut[1] = 7'b1111001;
assign seg_lut[2] = 7'b0100100;
assign seg_lut[3] = 7'b0110000;
assign seg_lut[4] = 7'b0011001;
assign seg_lut[5] = 7'b0010010;
assign seg_lut[6] = 7'b0000010;
assign seg_lut[7] = 7'b1111000;
assign seg_lut[8] = 7'b0000000;
assign seg_lut[9] = 7'b0010000;
reg [15:0] curr_x = 32'd0;
wire [3:0] curr_digit;
wire [15:0] next_x;
last_digit_32 ld32i0(.x(curr_x), .x_mod(curr_digit), .x_div(next_x));
reg [15:0] cnt = 0;
always @(posedge clk) cnt <= cnt + 1;
wire sd_clk;
assign sd_clk = cnt[15];
reg [5:0] sel_reg = 6'b000001;
assign seg[7:0] = {1'b1, seg_lut[curr_digit]};
assign sel[5:0] = ~sel_reg;
always @(posedge cnt[15]) begin
  curr_x <= sel_reg[5] ? x : next_x;
  sel_reg <= {sel_reg[4:0], sel_reg[5]};
end
endmodule
```
`design/flow/run.sh`:
```
#!/bin/bash
# OpenROAD 26Q1-2900-gdf79404cd8, Yosys 0.63+post, stock flow scripts
make -C /OpenROAD-flow-scripts/flow DESIGN_CONFIG=/design/flow/config.mk WORK_HOME=/design/flow/orfs finish
```
==> CHANGELOG.md <==
### Implementation results

- F_max: 640 MHz
- Setup TNS: 0 ns
- Total grt overflow: 0
- Site Rows: 42
- Synth warn: 1
- Post-synth top flop: dfxtp_1
- Core Util, Final: 44.9%
- RSZ-0062 raised after global routing: false
- Endpoints left unconstrained: 35
- Number of enable flip-flop cells: 0
- Clock root buffer: clkbuf_16
- DPL Wire Length: 11600 µm
- GRT Util Overall: 21.8%
- Cells in synth_stat.txt: 768
- Met3 GRT Util: 2.09%
- YS chip area: 0.00558 mm²
- Largest net degree at the start of global routing: 27
- Final Cell Area: 0.00601 mm²
- Worst-Skew Late Latency: 0.24 ns
- Syn_area_per_cell: 7.26 µm²
- Met2 GRT Util: 32.2%
- Routed Antenna Nets: 0
- Global route hottest layer: met1
- Max FO, Critical Path: 4
- Detailed Routing Iterations Pass 1: 5
- Placed insts: 934
- Final Hold Fails: 0
- Hold WC Path Type: flop to flop
- CP required: 3.37 ns
- Worst path bufs/invs: 0
- Final-report setup violation count: 0
- Drt drc: 0
- OpenROAD warning count: 29
- Final count of pins violating max slew: 0
- Yosys reg bits: 38
- Post-Syn Area: 0.00558 mm²
- Port bufs: 29
- Critical path endpoint category: flop
- Max_cap viols: 0
- I/O pins: 31
- Total power: 490 µW
- Total CTS buffers: 3
- Crit-path slowest cell: dfxtp_1
- Area Growth Syn to Fin: 7.76%
- CP arrival: 1.73 ns
- H-tree Lvls: 1
- Synth area leader: dfxtp_1
- Top cells, area: dfxtp_1, xnor2_1, nor2_1
- CTS tree: done
- Register pins left without a clock: 22
- Seq/Total Area, Yosys: 13.6%
- FFs w/ async S/R, synth: 0%
- Pwr dens: 81.5 mW/mm²
- VDD IR max: 0.340 mV
- Setup CP Type: flop to flop
- First-pass GRT wire length: 26000 µm
- Die boundary width: 120 µm
- Period utilisation layout: 48.8%
- Worst Max-Slew Pin Slew: 0.934 ns
- GRT met1 Usage: 35.6%
- Clk buf depth: 2
- RD Place Congestion: 0.920
- Initial antenna violation count: 0
- Postcts setup bufs: 0
- Synth Instances: 768
- Slowest Stage Delay on Critical Path: 0.39 ns
- FP Core Util: 41.6%
- First-iteration detailed-routing DRC count: 542
- Status: finished, final reports clean
- Unique masters post-synth: 109
- Post-CTS sizing: 0
- Core area: 0.0134 mm²
- Layout Cells excl Fill: 938
- Clock skew: 0.00117 ns
- Share of layout cells above drive strength 1: 9.45%
- Final wirelength: 15300 µm
- Antenna fix cells: 0
- Area leader share: 13.6%
- Startpoint types: flop
- Crit path max-delay family: simple AND/OR/NAND/NOR gates
- Chip footprint: 0.0144 mm²
- Per-cell routed wire length: 16.3 µm
- Vias in the first global route: 5251
- Worst-path clk slew: 0.05 ns
- Die Ht: 120 µm
- Worst rel slew slack: 37.5%
- Post-CTS Hold Buffers: 0
- Area of placed instances: 0.00592 mm²
- CP cell instances: and3_1 -> and2_1 -> nand2_1 -> or2_2 -> nor2_1 -> xor2_1
- Leakage: 0.00208 µW
- Vias per inst: 6.30
- Via count: 5910
- Min Tclk post-route: 1.56 ns
cell type report:
| type | count | area, µm² |
|---|---|---|
| repair buffers | 36 | 343 |
| well taps | 176 | 220 |
| flip-flops and latches | 38 | 761 |
| multi-input cells | 659 | 4510 |
| clock buffers | 4 | 88.8 |
| fillers | 1352 | 7390 |
| inverters | 25 | 93.8 |
report_power, final:
group / switching (µW) / total [µW] / internal (µW)
clock: 72.4 / 262 / 189
combinational: 6.08 / 27.7 / 21.6
sequential: 0 / 201 / 201
total: 78.5 / 490 / 412
Yosys cell counts, types with 4 or more instances:
library cell,number
or4_1,6
and2_1,12
ha_1,9
xor2_1,11
nor4_1,14
o31a_1,5
mux2i_1,8
nor2b_1,10
o311a_1,4
o211a_1,4
buf_2,13
clkbuf_1,27
mux2_2,8
o31ai_1,9
nor2_1,71
a211o_1,9
a31o_2,4
and3_1,16
or2_2,4
inv_1,22
or3_1,10
a221oi_1,4
a31oi_1,14
o21a_1,4
o21ai_0,35
dfxtp_1,38
nor3_1,28
o2111ai_1,6
a2bb2oi_1,4
buf_4,4
nand4_1,17
a41oi_1,4
a21oi_1,45
o211ai_1,15
nand2b_1,7
nand2_1,52
a211oi_1,9
o21ai_1,12
a21o_1,7
nand3_1,39
xnor2_1,31
o22ai_1,6
metrics by stage:
step	setup WS (ns)	hold WS, ns
3_5_place_dp	1.71	0.425
3_3_place_gp	1.75	0.421
4_1_cts	1.65	0.449
5_1_grt	1.56	0.466
2_1_floorplan	1.83	0.402
6_report	1.64	0.446
path summary, 6_finish.rpt:
path | start | end | slack [ns] | depth (start not counted)
setup reg to reg | cnt[2] | cnt[12] | 1.64 | 6
hold / removal | cnt[0] | cnt[0] | 0.45 | 1
hold reg to reg | cnt[0] | cnt[0] | 0.45 | 1
setup / recovery | cnt[2] | cnt[12] | 1.64 | 6
routing by layer:
layer | vias to the layer above | share of wire [%]
li1 | 2958 | -
met1 | 2743 | 51
met2 | 203 | 43
met3 | 6 | 5.8
met4 | 0 | 0.30
met5 | - | 0
cells by family after synthesis:
family | count (synthesis) | share of synthesized area, %
muxes | 18 | 3.59
adders and majority gates | 15 | 3.16
AOI/OAI and AO/OA | 262 | 35.6
buffers and inverters | 71 | 5.61
and+or+nand+nor | 319 | 31.1
DFF | 38 | 13.6
xor gates and xnor gates | 44 | 7.18
other | 1 | 0.0672
cell usage in the layout, fill, tap and decap left out, drive strengths merged, types with 14 or more instances in the layout:
cell,synthesis,routed
nor3,32,32
nor2,71,71
o21ai,50,50
nand4,17,17
a21oi,47,47
nand3,40,40
nand2,54,54
o211ai,16,16
xnor2,32,32
a31oi,14,14
dfxtp,38,38
clkdlybuf4s50,0,29
nor4,16,16
and3,16,16
inv,22,22
No activity file was given, so power comes from the tool's default toggle rates.
